[/design/flow/design.v]
`timescale 1ns/1ps
module UART_Transmitter (
    input wire sys_clk,
    input wire reset,
    input wire [7:0] data_in,
    input wire byteReady,
    output reg serialOut,
    output reg ready
);
    typedef enum logic [2:0] {IDLE, LOAD, START, SEND, STOP} state_t;
    state_t state;
    reg [8:0] shiftReg;  
    reg [3:0] bitCnt;
    always @(posedge sys_clk or posedge reset) begin
        if (reset) begin
            state <= IDLE;
            serialOut <= 1;
            ready <= 1;
            bitCnt <= 0;
        end else begin
            case (state)
                IDLE: if (byteReady) begin state <= LOAD; ready <= 0; end
                LOAD: begin shiftReg <= {1'b1, data_in, 1'b0}; state <= START; end
                START: begin serialOut <= shiftReg[0]; shiftReg <= shiftReg >> 1; state <= SEND; bitCnt <= 1; end
                SEND: begin
                    serialOut <= shiftReg[0];
                    shiftReg <= shiftReg >> 1;
                    bitCnt <= bitCnt + 1;
                    if (bitCnt == 8) state <= STOP;
                end
                STOP: begin serialOut <= 1; ready <= 1; state <= IDLE; end
                default: state <= IDLE;
            endcase
        end
    end
endmodule
module UART_Receiver (
    input wire sys_clk,
    input wire reset,
    input wire serialIn,
    output reg [7:0] data_out,
    output reg ready,
    output reg error
);
    typedef enum logic [2:0] {IDLE, START, RECEIVE, STOP, ERROR} state_t;
    state_t state;
    reg [3:0] sampleCnt;
    reg [2:0] bitCnt;
    reg [7:0] shiftReg;
    parameter SAMPLE_POINT = 7;
    always @(posedge sys_clk or posedge reset) begin
        if (reset) begin
            state <= IDLE;
            ready <= 0;
            error <= 0;
            bitCnt <= 0;
            sampleCnt <= 0;
            shiftReg <= 0;
            data_out <= 0;
        end else begin
            case (state)
                IDLE: if (!serialIn) begin state <= START; sampleCnt <= 0; end
                START: if (sampleCnt == SAMPLE_POINT) begin
                    if (!serialIn) begin state <= RECEIVE; bitCnt <= 0; sampleCnt <= 0; end else state <= ERROR;
                end else sampleCnt <= sampleCnt + 1;
                RECEIVE: if (sampleCnt == SAMPLE_POINT) begin
                    shiftReg[bitCnt] <= serialIn;
                    bitCnt <= bitCnt + 1;
                    sampleCnt <= 0;
                    if (bitCnt == 7) state <= STOP;
                end else sampleCnt <= sampleCnt + 1;
                STOP: if (sampleCnt == SAMPLE_POINT) begin
                    if (serialIn) begin data_out <= shiftReg; ready <= 1; state <= IDLE; end else state <= ERROR;
                end else sampleCnt <= sampleCnt + 1;
                ERROR: begin error <= 1; state <= IDLE; end
                default: state <= IDLE;
            endcase
        end
    end
endmodule
[/design/flow/run.sh]
#!/bin/bash
# OpenROAD 26Q1-2900-gdf79404cd8, Yosys 0.63+post, stock flow scripts
make -C /OpenROAD-flow-scripts/flow DESIGN_CONFIG=/design/flow/config.mk WORK_HOME=/design/flow/orfs finish
[/design/flow/config.mk]
export PLATFORM = sky130hd
export DESIGN_NAME = UART_Transmitter
export DESIGN_NICKNAME = UART_Transmitter
export VERILOG_FILES = /design/flow/design.v
export SDC_FILE = /design/flow/constraint.sdc
export NUM_CORES = 4
export LEC_CHECK = 1
export CORE_AREA = 10 10 101 101
export DIE_AREA = 0 0 111 111
[/design/flow/constraint.sdc]
current_design UART_Transmitter

set clk_period 1.7
set clk_io_pct 0.2

create_clock -name clk0 -period $clk_period [get_ports {sys_clk}]

set non_clock_inputs [all_inputs -no_clocks]
set_input_delay [expr $clk_period * $clk_io_pct] -clock clk0 $non_clock_inputs
set_output_delay [expr $clk_period * $clk_io_pct] -clock clk0 [all_outputs]
==> reports/qor.txt <==
Top Layout Cells -> 12 x clkdlybuf4s50_1, 9 x edfxtp_1, 8 x dfrtp_1
CP bufs+invs -> 1
critical path's slowest cell -> dfstp_2
critical path type -> register to primary output
dpl cell area -> 1120 um2
Crit. End Element -> primary output
Slew HR -> 72.0%
share of cells above drive strength 1 -> 23.5%
Min-Delay Path Class -> register to register
Leak -> 0.457 nW
pwr dens -> 1410 nW/um2
Yosys Warn Count -> 1
Commonest Layout Cell -> clkdlybuf4s50_1
initial antenna violation count -> 0
# resized after CTS -> 0
Critical path origin -> ready
Total Power -> 1.65 mW
Hold Buf Count CTS -> 0
initial DRC count -> 10
register share after synthesis -> 63.4%
hold_sp -> state[3]
DP Cell Count -> 182
Yosys cell types -> 26
dpl hpwl -> 1050 um
fmax -> 633 MHz
data arrival time of the critical path -> 1.24 ns
DRC -> 0
largest net degree at the start of global routing -> 13
drt pass-1 iters -> 4
Peak supply drop -> 749 uV
startpoint types -> register
Top delay family on crit path -> flip-flops
PortBufs -> 12
area of the core -> 8130 um2
Design Area, Final -> 1170 um2
io pins -> 13
die footprint -> 12300 um2
slew at the pin with the worst max-slew slack -> 0.419 ns
Post-CTS Setup Bufs -> 0
Root Buffer -> clkbuf_8
worst r2r path cells -> 3
Rows -> 33
Num CTS Buffers -> 3
CTS tree -> built
Crit Path Max Fanout -> 2
total number of vias -> 491
cell area after synthesis -> 866 um2
Storage cell area -> 549 um2
first-pass GRT wire length -> 2470 um
combinational gate area -> 282 um2
die width -> 111 um
Crit path depth -> 1
tool warnings -> 26
WL/cell -> 7.66 um
Main synth FF type -> edfxtp_1
RR Startpoint -> state[2]
Reg clk slew, reported paths -> 0.07 ns
crit-path cells -> clkdlybuf4s50_1
Post-synth EDFFs -> 9
CTS Sinks -> 20
Final ANT Viol Nets -> 0
maxcap violations -> 0
filler instances -> 896
share of the core filled with cells -> 14.4%
yosys stat chip area -> 866 um2
n_diodes -> 0
Final Hold Fails -> 0
gr ovfl total -> 0
vias in the first global route -> 542
Critical Path Max Stage Delay -> 0.53 ns
all-layer global routing usage -> 2.28%
floorplan-stage core utilization -> 10.6%
CP required -> 1.36 ns
Async SR Flop Fraction -> 55.0%
max-slew violations -> 0
Worst Hold Depth -> 0
instance tally after logic synthesis -> 64
# Cells Yosys -> 64
clk buf depth -> 2
Worst Skew -> 0.000963 ns
Die H -> 111 um
total routed wirelength -> 1430 um
outcome -> completed
RSZ-0062 raised after global routing -> no
min cycle time layout -> 1.58 ns
fin crit share -> 93.0%
later-pin clock latency in the skew report -> 0.25 ns
post-DR vias/cell -> 2.64
GPL Wtd Cong -> 0.732
Layout area overhead -> 35.0%
H-tree depth -> 1
Final Instance Count excl. Fillers -> 186
ys flops -> 20
Syn Area/Cell -> 13.5 um2
setup TNS -> 0 ns
setup violators final -> 0
-- report_power, final --
part / switching [mW] / internal (mW) / leakage (nW) / total, mW
clock: 0.138 / 0.166 / 0.0228 / 0.304
sequential: 0.0806 / 0.710 / 0.219 / 0.791
combinational: 0.237 / 0.317 / 0.216 / 0.554
total: 0.456 / 1.19 / 0.457 / 1.65
-- worst paths after layout --
path | end | slack, ns
worst max-delay path | ready | 0.12
worst min-delay path | state[2] | 0.38
worst max register to register | shiftReg[6] | 0.35
worst min register to register | state[2] | 0.38
max in group asynchronous | state[0] | 0.97
min in group asynchronous | state[4] | 0.41
-- per-layer routing --
| metal | global-route usage [%] | share of wire, % |
|---|---|---|
| met4 | 0.347 | 0 |
| met2 | 3.14 | 41 |
| met3 | 0.657 | 4.2 |
| met5 | 0 | 0 |
| met1 | 3.45 | 54 |
-- flip-flops by register name, summed over array words and instances (netlist names) --
| signal | cells |
|---|---|
| serialOut | 1 |
| shiftReg | 9 |
| state | 5 |
| bitCnt | 4 |
| ready | 1 |
-- layout make-up --
type                       instances  area share (%)
clock buffer                       4            3.85
inverter                           5            1.61
multi-input combinational         37            24.1
sequential                        20            47.0
tap                              105            11.2
timing repair buffer              15            12.2
-- cells by family (layout without fill, tap and decap cells) --
family | count (synthesis) | in the layout | share of synthesized area (%)
muxes | 7 | 7 | 11.7
and+or+nand+nor | 19 | 19 | 12.0
DFF | 20 | 20 | 63.4
buffers and inverters | 7 | 24 | 4.05
adders and majority gates | 2 | 2 | 2.89
AOI/OAI and AO/OA | 9 | 9 | 5.92
-- stage by stage --
stage	hold WS [ns]	setup slack, ns
after floorplan	0.190	0.302
after global placement	0.359	0.334
after detailed placement	0.363	0.338
after CTS	0.379	0.0964
after global routing	0.393	0.0559
final	0.376	0.120
-- cells in the mapped netlist, types with 2 or more instances --
master | number | area [um2]
mux2_4 | 6 | 90.1
dfrtp_1 | 8 | 200
nand3_1 | 2 | 10.0
nor2_1 | 2 | 7.51
nand2_1 | 4 | 15.0
a21oi_1 | 3 | 15.0
nor3_1 | 2 | 10.0
o21ai_0 | 4 | 20.0
inv_1 | 5 | 18.8
ha_1 | 2 | 25.0
edfxtp_1 | 9 | 270
dfstp_2 | 3 | 78.8
Power figures rest on the tool's default switching activity, not on a simulated workload.
