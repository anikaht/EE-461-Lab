<file path="flow/config.mk">
export PLATFORM = sky130hd
export DESIGN_NAME = adder_hier
export DESIGN_NICKNAME = adder_hier
export VERILOG_FILES = /design/flow/design.v
export SDC_FILE = /design/flow/constraint.sdc
export NUM_CORES = 4
export LEC_CHECK = 1
export CORE_AREA = 10 10 70 70
export DIE_AREA = 0 0 80 80
</file>
<file path="flow/constraint.sdc">
current_design adder_hier

set clk_period 2.9
set clk_io_pct 0.2

create_clock -name clk0 -period $clk_period

set non_clock_inputs [all_inputs -no_clocks]
set_input_delay [expr $clk_period * $clk_io_pct] -clock clk0 $non_clock_inputs
set_output_delay [expr $clk_period * $clk_io_pct] -clock clk0 [all_outputs]
</file>
<file path="flow/design.v">
module addbit (
    input a, b, cin,
    output sum, cout
);
    assign sum = a ^ b ^ cin;  
    assign cout = (a & b) | (b & cin) | (a & cin);  
endmodule
module adder_hier(
    input [3:0] r1_i, r2_i,   
    input ci_i,               
    output [3:0] result_o,    
    output carry_o            
);
    wire c1_w, c2_w, c3_w;
    addbit u0 (.a(r1_i[0]), .b(r2_i[0]), .cin(ci_i), .sum(result_o[0]), .cout(c1_w));
    addbit u1 (.a(r1_i[1]), .b(r2_i[1]), .cin(c1_w), .sum(result_o[1]), .cout(c2_w));
    addbit u2 (.a(r1_i[2]), .b(r2_i[2]), .cin(c2_w), .sum(result_o[2]), .cout(c3_w));
    addbit u3 (.a(r1_i[3]), .b(r2_i[3]), .cin(c3_w), .sum(result_o[3]), .cout(carry_o));
endmodule
</file>
<file path="flow/run.sh">
#!/bin/bash
# OpenROAD 26Q1-2900-gdf79404cd8, Yosys 0.63+post, stock flow scripts
make -C /OpenROAD-flow-scripts/flow DESIGN_CONFIG=/design/flow/config.mk WORK_HOME=/design/flow/orfs finish
</file>
==> job_summary.md <==
### Flow metrics

| Metric | Value |
|---|---|
| Initial DRC count | 0 |
| Die Ht | 80 um |
| Drt wl/cell | between 5 and 6 um |
| Hold Crit Start | ci_i |
| Ports | 14 |
| Die Size | roughly 0.0064 mm^2 |
| Mux share | 0% |
| Most numerous logic cells after layout | clkdlybuf4s50_1 (6), inv_1 (5), inv_2 (4), dlygate4sd2_1 (4), fa_2 (3) |
| Placed cells | about 74 |
| Crit Path Category | in2out |
| Min-Delay Path Depth | 5 |
| Grt met2 use | 0.963% |
| Critical path arrival | approximately 2.2 ns |
| Antenna viol nets, final | 0 |
| Register share after synthesis | 0% |
| Worst Path Max Fanout | 1 |
| WHS | ~1.9 ns |
| Adder share | 54.2% |
| Layout cells sized above 1 | between 40% and 50% |
| Worst slew margin | between 90% and 100% |
| Avg Cell Area, Syn | between 8 and 9 um^2 |
| Post-synth top area share | 54.2% |
| Via Count | between 100 and 150 |
| Inserted Diodes | 0 |
| Netlist cell types | 3 |
| Yosys chip area | 148 um^2 |
| RSZ-0062 raised after global routing | false |
| Fmax | between 0.3 and 0.4 GHz |
| Met1 Use GR | 2.14% |
| Simple share | 0% |
| Max VDD drop | approximately 0.000036 V |
| Initial Util | 4.32% |
| Initial antenna violation count | 0 |
| Total Wirelength | about 410 um |
| Period utilisation layout | a little over nine tenths |
| Vias per cell | 1.65 |
| CP endpoint kind | primary output |
| FP Rows | 21 |
| Crit path max-delay family | adder cells |
| Status | finished, final reports clean |
| Mapped Area | 148 um^2 |
| Worst slew pin tran | between 0.09 and 0.1 ns |
| Commonest Layout Cell | clkdlybuf4s50_1 |
| Tmin final | 2.82 ns |
| Met3 Resource Use GR | between 1 and 1.5% |
| Worst hold path type | in2out |
| Fin. max-slew vios | 0 |
| Largest area contributor in the netlist | fa_1 |
| OpenROAD warning count | 32 |
| GR peak layer | met1 |
| Gr usage total | 1.23% |
| Synth Area in XOR/XNOR | 0% |
| Clock buffer count | 0 |
| Placed Area | 315 um^2 |
| Max cap viols | 0 |
| Flip-flops | 0 |
| # Cells Yosys | 18 |
| Yosys warning tally | 0 |
| # setup viols final | 0 |
| Pre-Repair DR Iteration Count | 1 |
| Buffer and inverter count on the worst path | 6 |
| Max incr delay on CP | approximately 0.4 ns |
| Grt total ovfl | 0 |
| I/O Buffers | 14 |
| Critical path, cell by cell | buf_2, inv_2, fa_2, inv_2, fa_2, fa_2, inv_2, fa_1, inv_1, buf_2 |
| Fin. Hold Viols | 0 |
| Mapped Cells | 18 |
| Number of global-route vias before repair | around 120 |
| AO/OA Area Share | 0% |
| Hold Buf Count CTS | 0 |
| Worst Hold End | result_o[0] |
| Detail Placement HPWL | between 300 and 400 um |
| Drt drc | 0 |
| Global-route wire length before repair | 614 um |
| Largest net degree at the start of global routing | 2 |
| Layout Cells excl Fill | roughly 74 |
| Placeable Area | approximately 0.0034 mm^2 |
| RD Place Congestion | approximately 0.78 |
| Static leakage power | approximately 0.14 nW |
| DIE WIDTH | roughly 80 um |
| Seq. cell area | 0 um^2 |
| Critical Path Start Type | primary input |
| Post-route setup TNS | 0 ns |
| Comb area leader | adder cells |
| Pwr per Cell Area | approximately 140 mW/mm^2 |
| Crit path DRT | roughly 2.3 ns |
| Slowest-stage cell, CP | fa_1 |
| P&R area growth vs syn | 112% |
| Setup Fix Bufs, Post-CTS | 0 |
| Synth area leaders | fa_1 (54%), inv_1 (25%), buf_4 (20%) |
| Design area | ~310 um^2 |
[how the worst max path moves through the flow]
stage         startpoint          end  slack, ns  depth (start not counted)
CTS              r1_i[0]  result_o[3]      0.002                         10
global route     r2_i[0]  result_o[3]      0.003                         10
finish           r2_i[0]  result_o[3]       0.08                         10
[power breakdown]
part	leakage [nW]	internal, mW	switching, mW
registers	0	0	0
clock network	0	0	0
logic	0.139	0.0297	0.0149
[Yosys cell counts]
| cell type | instances |
|---|---|
| buf_4 | 4 |
| fa_1 | 4 |
| inv_1 | 10 |
[tightest hold or removal path: stages]
cell,delay [ns]
buf_6,0.09
inv_2,0.05
fa_2,0.18
inv_1,0.04
clkdlybuf4s50_1,0.40
[area by class of cell]
class | instances | area [um^2]
fill | 408 | 3100
timing repair buffer | 14 | 128
multi-input combinational | 4 | 87.6
tap | 46 | 57.6
inverter | 10 | 40.0
[metrics by stage]
stage | setup slack (ns) | total power, mW | utilization [%]
after detailed placement | -0.731 | 0.0501 | 9.23
after global routing | 0.00278 | 0.0522 | 9.16
final | 0.0847 | 0.0446 | 9.16
after global placement | -0.719 | 0.0500 | 9.23
after CTS | 0.00156 | 0.0465 | 9.16
after floorplan | 0.163 | 0.0237 | -
[routing by layer]
| layer | part of all wire, % | wire (um) |
|---|---|---|
| met5 | 0 | 0 |
| met4 | 0 | 0 |
| met3 | 29 | 120 |
| met2 | 17 | 69 |
| met1 | 54 | 220 |
[timing repair]
action,in CTS,in global routing
setup endpoints to repair,4,1
pin swaps,4,3
gates cloned,0,0
gates resized,28,0
[logic make-up after synthesis]
| group | count (synthesis) |
|---|---|
| fa+ha+maj | 4 |
| buf+inv | 14 |
No activity file was given, so power comes from the tool's default toggle rates.
